==> design/flow/design.v <==
module upcounter(
    input logic clk,
    input logic reset,
    output logic [3:0] q
);
    logic [7:0] sclk = 8'b0; 
    always @(posedge clk) begin
        sclk <= sclk + 1;
    end
    always_ff @(posedge sclk[1]) begin 
        if (reset)
            q <= 4'b0000;
        else
            q <= q + 1;
    end
endmodule
==> design/flow/run.sh <==
#!/bin/bash
# OpenROAD 26Q1-2900-gdf79404cd8, Yosys 0.63+post, stock flow scripts
make -C /OpenROAD-flow-scripts/flow DESIGN_CONFIG=/design/flow/config.mk WORK_HOME=/design/flow/orfs finish
==> design/flow/config.mk <==
export PLATFORM = sky130hd
export DESIGN_NAME = upcounter
export DESIGN_NICKNAME = upcounter
export VERILOG_FILES = /design/flow/design.v
export SDC_FILE = /design/flow/constraint.sdc
export NUM_CORES = 4
export LEC_CHECK = 1
export CORE_AREA = 10 10 70 70
export DIE_AREA = 0 0 80 80
==> design/flow/constraint.sdc <==
current_design upcounter

set clk_period 1.2
set clk_io_pct 0.2

create_clock -name clk0 -period $clk_period [get_ports {clk}]

set non_clock_inputs [all_inputs -no_clocks]
set_input_delay [expr $clk_period * $clk_io_pct] -clock clk0 $non_clock_inputs
set_output_delay [expr $clk_period * $clk_io_pct] -clock clk0 [all_outputs]
==> results.txt <==
Implementation summary

The critical path maximum fanout is 5. The global-route usage over all layers is 1.44%. Of the cells placed in the final design, the portion with a size suffix greater than 1 is between 10% and 20%. The leakage component of the power was reported as approximately 0.12 nW. According to the I/O placement log, the pin count is 6. The combinational cell fraction of total power is 3.1%. Per the run summary, max-cap violations total 0. The critical path is of the reg2reg type. The hold-critical path depth is 1. The number of gates given a new drive strength after cts is 0.

The transition time at the pin with the least slew margin is 0.188 ns. In this design, the largest share of critical-path delay is due to flip-flops. The clock latency on the worst-skew pair is around 0.23 ns. The violation count after the first detailed-routing iteration is 0. Buffers placed on the I/O ports in this run total 5. The first global-routing pass estimated 724 um of wire. Looking at the clock tree report, the H-tree level count equals 1. The number of inserted filler cells in the final layout is 409. The hold-critical path endpoint is sclk[0].

The worst slew slack as a fraction of its limit is 87.4%. The final weighted congestion recorded by global placement is 0.658. The critical path endpoint has a required time of 1.31 ns.

The clock arrives with 0.00197 ns of skew. For this design, Yosys synthesis ends with a cell count of 17. The share of the Yosys chip area taken by registers is 60.8%. The arrival time of data at the worst endpoint is listed as about 0.7 ns. The wire-length estimate of the detail-placed layout is 335 um. The DRC violation count after routing is 0. The worst VDD IR drop from the latest analysis is 263 uV. The detail-routed net length per standard cell is 6.00 um. The total core area is 0.00342 sq mm. The buffers plus inverters on the worst setup path is 0. The source of the worst register-to-register timing path is sclk[1]. The type of element launching the critical path is a flip-flop. The number of OpenROAD warnings is 25. The synthesized chip area reported by yosys is 198 sq um. 8 endpoints have no timing constraint.

The final wirelength is between 400 and 500 um. STA lists the startpoint of the worst hold path as sclk[0]. The count of hold-fix buffers inserted at cts is 0. Synthesis inferred 6 register bits. The clock network power share is 66.9%.

The final power report lists total power as 224 uW. The maximum clock path buffer count is 2. TritonCTS built the clock tree. The effective utilization at floorplan is 5.79%. The clock tree root driver cell is sky130_fd_sc_hd__clkbuf_4. The switching power of the nets is 42.8 uW. Per STA, the highest per-stage delay on the worst path measures ~0.33 ns.

The die covers approximately 0.0064 sq mm. The commonest non-fill, non-tap cell in the layout is sky130_fd_sc_hd__dfxtp_1. The post-synthesis instance area is slightly below 200 sq um.

By area the synthesized netlist is led by sky130_fd_sc_hd__dfxtp_1 61%, sky130_fd_sc_hd__mux2_4 7.6%, sky130_fd_sc_hd__ha_1 6.3%, sky130_fd_sc_hd__nor2b_1 6.3%, sky130_fd_sc_hd__nor2_1 5.7%. Entering global routing, the biggest net connects 6 pins. The share of the synthesized area in the top cell type is 60.8%.

The flow ran to the end, and the final reports show no timing, DRC or antenna violations. Sorting the Yosys area breakdown by cell type puts at the top sky130_fd_sc_hd__dfxtp_1. The cell area after layout is 328 sq um. The number of pins exceeding their max-slew limit in the final report is 0.

In this run the horizontal extent of the chip is 80 um. The final count of hold timing violations is 0. Looking at the reg2reg group, the worst path ends at sclk[1]. The power per unit of standard cell area is just under 700 mW/mm^2. The sequential cell fraction of total power is 30.0%. The flow measured a signed area growth from synthesis to layout of 65.8%.

Setup repair after global routing left no endpoint under its margin. The worst path in the final design needs a cycle of 0.611 ns, including I/O delays and setup. The start point of the critical path is sclk[1].

The count of unclocked register or latch pins is 4. The area after detailed placement is approximately 310 sq um. The synthesized netlist handed to floorplanning was reported with a cell count of 17. After global routing the overflow that remains totals 0. In the final layout, flip-flops and latches occupy 120 sq um. The end-of-flow core utilization is 9.60%. Once the clock tree was built, the setup fixing pass inserted 0 buffers. Yosys mapped the design onto 9 distinct sky130hd cell types. Setup total negative slack on the finished layout was measured at 0 ns. The number of buffers created by CTS is 3. Ranking logic cells in the layout by count gives the top entries 6 x sky130_fd_sc_hd__dfxtp_1, 5 x sky130_fd_sc_hd__clkdlybuf4s50_1, 3 x sky130_fd_sc_hd__nor2_1, 3 x sky130_fd_sc_hd__clkbuf_4, 2 x sky130_fd_sc_hd__nor2b_1. The slack of the worst reg-to-reg path is 0.59 ns. The report lists the cells along the critical path as xor2_1. Timing would allow up to 1640 MHz. From bottom edge to top edge, the die measures approximately 80 um. The switching share of power is between 10% and 20%. The worst-path cell with the longest stage delay is sky130_fd_sc_hd__dfxtp_1. The ratio of routed vias to standard cells is roughly 2. The antenna violation net count after detailed routing is 0. Per the detail_route report, inserted antenna diodes total 0.

The setup-violating endpoint count in the final report is 0. The synthesis report lists the Yosys warning total as 1. The path category of the worst min-delay check is reg2reg. The number of placement rows is 21. For this block, the via count after detailed routing is between 100 and 150. The total area of multi-input combinational cells is 73.8 sq um. The final worst-path cycle share is 50.9%. The average instance in the mapped netlist occupies 11.6 sq um. The initial antenna violation count is 0.

The via count of the first global-routing pass is 169. STA classifies the critical path endpoint as a flip-flop. Counting cells, the worst reg-to-reg path comes to 1. The iteration count recorded for the first detailed-route pass is 1. The internal cell power is 181 uW. The clock transition at the register clock pins on the worst setup and hold paths after CTS is 0.03 ns.
[sequential cells by signal (all words and copies together) (netlist names)]
name / count
q: 4
sclk: 2
[how the worst max path moves through the flow]
stage	end	slack, ns	cells past startpoint
5_1_grt	sclk[1]	0.57	1
6_report	sclk[1]	0.59	1
4_1_cts	sclk[1]	0.59	1
[final cells by class]
class | count | share of cell area [%]
multi-input cells | 10 | 22.5
repair buffers | 5 | 15.3
flip-flops and latches | 6 | 36.6
clock buffers | 3 | 6.87
well taps | 46 | 17.6
inverters | 1 | 1.15
[cell families (layout without fill, tap and decap cells)]
kind of cell / after synthesis / after routing / synth area share [%]
xor+xnor: 2 / 2 / 8.86
fa+ha+maj: 1 / 1 / 6.33
buf+inv: 1 / 9 / 1.90
flops: 6 / 6 / 60.8
mux: 1 / 1 / 7.59
simple gates: 6 / 6 / 14.6
[power groups by stage]
stage	logic [mW]	clock network, mW	registers [mW]
finish	0.00703	0.150	0.0673
global route	0.00805	0.163	0.0672
CTS	0.00702	0.161	0.0672
[Yosys cell counts, drive strengths merged]
master,n
nor2b,2
mux2,1
ha,1
dfxtp,6
nor2,3
nand3,1
xor2,1
xnor2,1
inv,1
[routing by layer]
layer / global-route usage, % / up-vias / routed length, um
met5: 0 / - / 0
met4: 0.880 / 0 / 15
met3: 0.795 / 2 / 53
met2: 1.52 / 8 / 120
met1: 2.07 / 60 / 236
li1: - / 71 / -
[stage by stage]
stage	setup WS (ns)	hold WS, ns	std cells
after floorplan	0.618	0.364	17
after global placement	0.603	0.372	68
after detailed placement	0.593	0.377	68
after CTS	0.586	0.384	71
after global routing	0.568	0.390	71
final	0.589	0.384	71
Power is estimated from default activity; no workload was simulated.
