==> flow/design.v <==
module async_counter_with_divider (
    input logic clk,
    input logic reset,
    output logic [3:0] q
);
    logic [26:0] sclk = 25'b0;
    always_ff @(posedge clk or posedge reset) begin
        if (reset)
            sclk <= 25'b0;
        else
            sclk <= sclk + 1;
    end
    always_ff @(posedge sclk[25] or posedge reset) begin
        if (reset)
            q <= 4'b0000;
        else
            q <= q + 1;
    end
endmodule
==> flow/run.sh <==
#!/bin/bash
# OpenROAD 26Q1-2900-gdf79404cd8, Yosys 0.63+post, stock flow scripts
make -C /OpenROAD-flow-scripts/flow DESIGN_CONFIG=/design/flow/config.mk WORK_HOME=/design/flow/orfs finish
==> flow/config.mk <==
export PLATFORM = sky130hd
export DESIGN_NAME = async_counter_with_divider
export DESIGN_NICKNAME = async_counter_with_divider
export VERILOG_FILES = /design/flow/design.v
export SDC_FILE = /design/flow/constraint.sdc
export NUM_CORES = 4
export LEC_CHECK = 1
export CORE_UTILIZATION = 30
==> flow/constraint.sdc <==
current_design async_counter_with_divider

set clk_period 6.1
set clk_io_pct 0.2

create_clock -name clk0 -period $clk_period [get_ports {clk}]

set non_clock_inputs [all_inputs -no_clocks]
set_input_delay [expr $clk_period * $clk_io_pct] -clock clk0 $non_clock_inputs
set_output_delay [expr $clk_period * $clk_io_pct] -clock clk0 [all_outputs]
==> results_slide.txt <==
Flow Results at a Glance

Die
  – Die X: 66.8 µm
  – Core Box Area: 4000 µm²
  – I/O Pins: 6
  – DIE HEIGHT: 66.8 µm
  – Die footprint: between 4000 and 5000 µm²
  – Rows: 23
  – Pre-Place Util: 0.315

Power
  – PwrDens: approximately 220 nW/µm²
  – Pleak: ~0.68 nW
  – VDD IR-drop max: about 0.19 mV

Yosys
  – Flops & latches, synth: 30
  – Ys Warns: 1
  – Seq/Total Area, Yosys: 0.596
  – Syn Std Cell Area: 1260 µm²
  – Cell count listed in synth_stat.txt: around 110
  – Distinct lib cells used: 16
  – Synthesized instance count: 105
  – Mean Syn Cell Area: 12.0 µm²
  – Area reported by Yosys stat: 1260 µm²

Global routing
  – Busiest grt layer: met2
  – Gr ovfl total: 0
  – Vias in the first global route: 734
  – GR Layer Usage met2: 0.145
  – Global-route wire length before repair: between 3000 and 4000 µm
  – M1 GR Usage: 0.145
  – Antenna violations before repair: 0
  – All-Layer GR Usage: 0.0966
  – Largest net degree at the start of global routing: 31
  – GR Util met3: 0.0243

Drt
  – DR vias: approximately 760
  – Drt pass-1 iters: 4
  – Via/cell ratio: approximately 4.6
  – DR DRC count: 0
  – Total routed wirelength: ~1800 µm
  – ANT nets after route: 0
  – Wire length per cell: roughly 11 µm
  – DRT iter0 DRCs: 24
  – Diode count: 0

Placement
  – Place WS: roughly 4.2 ns
  – Port Buffer Count: 5
  – GPL Wtd Cong: roughly 0.72
  – Placed Cells: roughly 160
  – Placed Area: 1380 µm²
  – DP Wirelength: about 1200 µm

Setup path
  – WP data arrival: between 1.5 and 2 ns
  – Crit-path max FO: 5
  – Most Frequent Cell on Critical Path: nand4_1
  – Crit path largest cell delay: 0.52 ns
  – Critical path, cell by cell: ha_1, nand4_1, nor3_1, nand4_1, xnor2_1
  – Critical setup path kind: register to register
  – Crit-path slowest cell: nor3_1
  – Kind of cell adding the most delay to the critical path: simple AND/OR/NAND/NOR gates
  – CP Data Required Time: 6.25 ns
  – CP Launch Type: register
  – Endpoint type of the worst setup path: register
  – Path depth of the worst reg2reg path: 5
  – WP depth: 5
  – Buf+Inv Stages, Crit Path: 0

STA
  – # setup viols final: 0
  – Final Max-Slew Violation Tally: 0
  – Fin. Hold Viols: 0
  – Clock Skews: between 0.002 and 0.0025 ns
  – Final worst slack: about 4.3 ns
  – Final Cycle Share: 0.292
  – Final Critical Period: about 1.8 ns
  – Relative slew slack: 0.595
  – Endpoints left unconstrained: 8
  – RSZ-0062 raised after global routing: no
  – Setup TNS after final layout: 0 ns
  – Worst-Margin Slew: roughly 0.6 ns
  – Register pins left without a clock: 4
  – F_max: approximately 560 MHz

Clock tree
  – Quantity of hold-fixing buffers added after cts: 0
  – Postcts setup bufs: 0
  – Max clock buf depth: 2
  – CTS buffer count: 3
  – CTS root buf: clkbuf_8
  – Clock Latency Late Sink: 0.26 ns
  – Max H-tree Level: 1
  – Cell resize tally after clock tree synthesis: 0
  – CTS tree: done
  – Clk pin slew, worst setup/hold paths: about 0.08 ns

Flow run
  – Stage-log warning count: 25
  – Max-cap violations: 0

Hold path
  – Worst hold stages: 1
  – Worst Hold Class: register to register

Layout
  – Layout cells sized above 1: 0.0614
  – Design area: approximately 1400 µm²
  – Post-route insts no fill: around 160
  – Syn-to-layout area delta: 14.9%

Status
  – Status: finished clean
[path summary, 6_finish.rpt]
kind | slack, ns | startpoint | end
setup reg to reg | 4.32 | sclk[0] | sclk[20]
min in group asynchronous | 1.32 | reset | sclk[22]
hold / removal | 0.47 | sclk[13] | sclk[13]
hold reg to reg | 0.47 | sclk[13] | sclk[13]
max in group asynchronous | 4.51 | reset | sclk[23]
setup / recovery | 4.32 | sclk[0] | sclk[20]
[Yosys cell counts]
cell	n	area, µm²
xor2_1	7	61.3
nand3_1	13	65.1
nand2_1	4	15.0
and3_1	5	31.3
ha_1	2	25.0
clkbuf_1	1	3.75
nand3_2	1	10.0
nor4_4	1	21.3
dfrtp_1	30	751
nand4_1	6	37.5
xnor2_1	19	166
nor3_1	3	15.0
and2_1	2	12.5
nor4_1	1	6.26
inv_1	6	22.5
nor2_1	4	15.0
[where the power goes]
group / switching (W) / internal (W)
clock network: 0.0000498 / 0.0000876
registers: 0 / 0.000172
logic: 0.00000372 / 0.00000102
[routing by layer]
metal	wire length [µm]	vias up
met5	0	-
met4	36	0
met3	79	4
met2	756	14
met1	902	371
li1	-	371
[worst reg2reg max path: cells and delay by family (launching register included)]
family / cells / cell delay, ns
adders and majority gates: 1 / 0.23
xor gates and xnor gates: 1 / 0.16
and+or+nand+nor: 3 / 0.90
DFF: 1 / 0.40
[sequential cells by signal (all words and copies together) (netlist names)]
register	flops
q	4
sclk	26
[cell type report]
cell class,instances,area (µm²)
Fill cell,381,2550
Sequential cell,30,751
Multi-Input combinational cell,68,482
Tap cell,50,62.6
Timing Repair Buffer,6,57.6
Clock buffer,3,41.3
Clock inverter,1,30.0
Inverter,6,22.5
[metrics by stage]
stage | hold slack, ns | power [W] | util
6_report | 0.467 | 0.000314 | 0.362
5_1_grt | 0.477 | 0.000325 | 0.362
4_1_cts | 0.466 | 0.000319 | 0.362
3_5_place_dp | 0.449 | 0.000181 | 0.344
3_3_place_gp | 0.448 | 0.000181 | 0.344
2_1_floorplan | 0.434 | 0.000179 | -
[cells in the final DEF, fill, tap and decap left out]
cell type        instances
inv_1                    6
ha_1                     2
nand3_2                  1
buf_4                    1
dfrtp_1                 30
xor2_1                   7
xnor2_1                 19
clkbuf_8                 3
nand4_1                  6
clkdlybuf4s50_1          5
nor4_4                   1
nor2_1                   4
nor4_1                   1
nor3_1                   3
bufinv_16                1
nand3_1                 13
and2_1                   2
nand2_1                  4
and3_1                   5
[kinds of logic (layout without fill, tap and decap cells)]
group,after synthesis,count (layout),share of synthesized area
adder cells (fa/ha/maj),2,2,0.0199
buffers and inverters,7,16,0.0209
flip-flops,30,30,0.596
XOR/XNOR,26,26,0.181
AND/OR/NAND/NOR,40,40,0.182
No activity file was given, so power comes from the tool's default toggle rates.
